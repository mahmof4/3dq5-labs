==> flow/design.v <==
`timescale 1ns/100ps
`default_nettype none
module SRAM_BIST (
	input logic Clock,
	input logic Resetn,
	input logic BIST_start,
	output logic [17:0] BIST_address,
	output logic [15:0] BIST_write_data,
	output logic BIST_we_n,
	input logic [15:0] BIST_read_data,
	output logic BIST_finish,
	output logic BIST_mismatch
);
enum logic [3:0] {
	S_IDLE,
	S_EVEN_WRITE_CYCLE,
	S_EVEN_DELAY_1,
	S_EVEN_DELAY_2,
	S_EVEN_READ_CYCLE,
	S_DELAY_1,
	S_DELAY_2,
	S_ODD_WRITE_CYCLE,
	S_ODD_DELAY_1,
	S_ODD_DELAY_2,
	S_ODD_READ_CYCLE,
	S_DELAY_3,
	S_DELAY_4
} BIST_state;
logic BIST_start_buf;
always_ff @ (posedge Clock or negedge Resetn) begin
	if (Resetn == 1'b0) begin
		BIST_state <= S_IDLE;
		BIST_mismatch <= 1'b0;
		BIST_finish <= 1'b0;
		BIST_address <= 18'd0;
		BIST_write_data <= 16'd0;
		BIST_we_n <= 1'b1;
		BIST_start_buf <= 1'b0;
	end else begin
		BIST_start_buf <= BIST_start;
		case (BIST_state)
		S_IDLE: begin
			if (BIST_start & ~BIST_start_buf) begin
				BIST_address <= 18'd0;
				BIST_write_data <= 16'd0;
				BIST_we_n <= 1'b0;
				BIST_mismatch <= 1'b0;
				BIST_finish <= 1'b0;
				BIST_state <= S_EVEN_WRITE_CYCLE;
			end else begin
				BIST_we_n <= 1'b1;
				BIST_finish <= 1'b1;
			end
		end
		S_EVEN_WRITE_CYCLE: begin
			if (BIST_address == 18'h3FFFE) begin
				BIST_we_n <= 1'b1;
				BIST_state <= S_EVEN_DELAY_1;
			end else begin
				BIST_address <= BIST_address + 18'd2;
				BIST_write_data <= BIST_write_data + 16'd2;
			end
		end
		S_EVEN_DELAY_1: begin
			BIST_address <= BIST_address - 18'd2;
			BIST_write_data <= BIST_write_data - 16'd2;
			BIST_state <= S_EVEN_DELAY_2;
		end
		S_EVEN_DELAY_2: begin
			BIST_address <= BIST_address - 18'd2;
			BIST_write_data <= BIST_write_data - 16'd2;
			BIST_state <= S_EVEN_READ_CYCLE;
		end
		S_EVEN_READ_CYCLE: begin
			if (BIST_read_data != (BIST_write_data + 16'd4)) BIST_mismatch <= 1'b1;
			if (BIST_address == 18'd0) begin
				BIST_state <= S_DELAY_1;
			end else begin
				BIST_address <= BIST_address - 18'd2;
				BIST_write_data <= BIST_write_data - 16'd2;
			end
		end
		S_DELAY_1: begin
			if (BIST_read_data != (BIST_write_data + 16'd2)) BIST_mismatch <= 1'b1;
			BIST_state <= S_DELAY_2;
		end
		S_DELAY_2: begin
			if (BIST_read_data != BIST_write_data) BIST_mismatch <= 1'b1;
			BIST_we_n <= 1'b0;
			BIST_address <= 18'h3FFFF;
			BIST_write_data <= 16'h3FFFF;
			BIST_state <= S_ODD_WRITE_CYCLE;
		end
		S_ODD_WRITE_CYCLE: begin
			if (BIST_address == 18'd1) begin
				BIST_state <= S_ODD_DELAY_1;
				BIST_we_n <= 1'b1;
			end else begin
				BIST_address <= BIST_address - 18'd2;
				BIST_write_data <= BIST_write_data - 16'd2;
			end
		end
		S_ODD_DELAY_1: begin
			BIST_address <= BIST_address + 18'd2;
			BIST_write_data <= BIST_write_data + 16'd2;
			BIST_state <= S_ODD_DELAY_2;
		end
		S_ODD_DELAY_2: begin
			BIST_address <= BIST_address + 18'd2;
			BIST_write_data <= BIST_write_data + 16'd2;
			BIST_state <= S_ODD_READ_CYCLE;
		end
		S_ODD_READ_CYCLE: begin
			if (BIST_read_data != (BIST_write_data - 16'd4)) BIST_mismatch <= 1'b1;
			if (BIST_address == 18'h3FFFF) begin
				BIST_state <= S_DELAY_3;
			end else begin
				BIST_address <= BIST_address + 18'd2;
				BIST_write_data <= BIST_write_data + 16'd2;
			end
		end
		S_DELAY_3: begin
			if (BIST_read_data != (BIST_write_data - 16'd2)) BIST_mismatch <= 1'b1;
			BIST_state <= S_DELAY_4;
		end
		S_DELAY_4: begin
			if (BIST_read_data != (BIST_write_data)) BIST_mismatch <= 1'b1;
			BIST_state <= S_IDLE;
			BIST_finish <= 1'b1;
		end
		default: BIST_state <= S_IDLE;
		endcase
	end
end
endmodule
==> flow/run.sh <==
#!/bin/bash
# OpenROAD 26Q1-2900-gdf79404cd8, Yosys 0.63+post, stock flow scripts
make -C /OpenROAD-flow-scripts/flow DESIGN_CONFIG=/design/flow/config.mk WORK_HOME=/design/flow/orfs finish
==> flow/config.mk <==
export PLATFORM = sky130hd
export DESIGN_NAME = SRAM_BIST
export DESIGN_NICKNAME = SRAM_BIST
export VERILOG_FILES = /design/flow/design.v
export SDC_FILE = /design/flow/constraint.sdc
export NUM_CORES = 4
export LEC_CHECK = 1
export CORE_UTILIZATION = 50
==> flow/constraint.sdc <==
current_design SRAM_BIST

set clk_period 13.1
set clk_io_pct 0.2

create_clock -name clk0 -period $clk_period [get_ports {Clock}]

set non_clock_inputs [all_inputs -no_clocks]
set_input_delay [expr $clk_period * $clk_io_pct] -clock clk0 $non_clock_inputs
set_output_delay [expr $clk_period * $clk_io_pct] -clock clk0 [all_outputs]
==> results.json <==
{
  "die.size.y_um": 99.5,
  "critical_path_arrival_ps": 5120,
  "min_from": "BIST_state[1]$_DFF_PN0_",
  "maximum_cell_stage_delay_along_the_critical_path_ps": 530,
  "finalSetupTns_ps": 0,
  "layout-drive-gt1-share_pct": 5.50,
  "routed_via_count": 4717,
  "placeableCoreArea_mm2": 0.00924,
  "chip_area_from_the_yosys_synthesis_statistics_mm2": 0.00475,
  "postLayoutCoreUtil_pct": 59.0,
  "r2r_cells": 10,
  "endpoint_kind": "flip-flop",
  "dp.final_hpwl_mm": 9.92,
  "postRouteAntennaNets": 0,
  "grt_first_pass_wirelength_mm": 23.0,
  "areaGrowthSynthToFinish_pct": 14.9,
  "cts_hold_bufs": 0,
  "final-seq-area_mm2": 0.00128,
  "numClockSinks": 51,
  "final.setup.worst_slack_ps": 8230,
  "place.port_buffers": 55,
  "worst_r2r_endpoint": "BIST_mismatch$_DFFE_PN0P_",
  "netlist_area_mm2": 0.00475,
  "worstSetupStartpoint": "BIST_start",
  "most-common-layout-cells": "sky130_fd_sc_hd__nand2_1, sky130_fd_sc_hd__clkdlybuf4s50_1, sky130_fd_sc_hd__a21oi_1",
  "maxCapViolCount": 0,
  "edf_count": 0,
  "clk_transition_reported_paths_ps": 100,
  "worst_skew_pair.late_latency_ps": 320,
  "worst_hold_path_type": "flip-flop to flip-flop",
  "timing_worst_setup_path_type": "primary input to flip-flop",
  "clock_power_share_pct": 34.0,
  "synthArstFlopShare_pct": 100,
  "top_cell_area_share_pct": 25.8,
  "n_antenna_cell": 0,
  "worst_slew_margin_relative_to_its_limit_pct": 46.0,
  "final_hold_violations": 0,
  "layout_worst_path_cycle_share_pct": 37.2,
  "share_comb_of_total_power_pct": 9.7,
  "hold_slack_ps": 390,
  "grt_setup_unrepaired": "false",
  "dp_slack_ps": 7920,
  "ir_drop_mv": 0.0464,
  "total_power_draw_mw": 0.280,
  "crit_fanout": 63,
  "gr_usage_total_pct": 30.1,
  "dominantRegCellSynth": "sky130_fd_sc_hd__dfrtp_1",
  "rows": 35,
  "seq_power_share_pct": 56.3,
  "worstPathCellList": "clkdlybuf4s50_1 -> inv_1 -> o21ai_0 -> o211ai_1 -> or3_2 -> buf_4 -> or4_1 -> a21o_1 -> nand3_1",
  "worst-slew-pin-transition_ps": 802,
  "place.gp.congestion": 0.998,
  "synth-seq-area-share_pct": 26.9,
  "lay_top_count": "sky130_fd_sc_hd__nand2_1",
  "synth_warnings": 2,
  "clock-skew-final_ps": 14.0,
  "cts_setup_buffers": 0,
  "power.density_mw_per_mm2": 51.3,
  "nFillCells": 858,
  "yosysTopAreaCell": "sky130_fd_sc_hd__dfrtp_1",
  "logic_area_mm2": 0.00325,
  "power.net_switching_mw": 0.0722,
  "final_max_slew_viol_count": 0,
  "critPathSlowestCell": "sky130_fd_sc_hd__or4_1",
  "fp_util_pct": 51.4,
  "cts_inserted_buffers": 5,
  "cts-root-buf": "sky130_fd_sc_hd__clkbuf_8",
  "run_status": "finished, final reports clean",
  "gr-total-overflow": 0,
  "route.detailed.vias_per_inst": 6.17,
  "synth_cell_type_count": 68,
  "max_clock_buf_depth": 2,
  "final.min_clock_period_ps": 4870,
  "postSynthAreaPerCell_um2": 7.87,
  "synth_cells": 603,
  "topCellsByArea": "sky130_fd_sc_hd__dfrtp_1, sky130_fd_sc_hd__xor2_1, sky130_fd_sc_hd__a21oi_1, sky130_fd_sc_hd__ha_1, sky130_fd_sc_hd__nand2_1",
  "avgRoutedWirePerCell_um": 18.1,
  "grt_start_max_net_pins": 64,
  "design.die.area_mm2": 0.00989,
  "cellInternalPower_mw": 0.208,
  "cts_tree": "yes",
  "timing.critical_path.required_ps": 13350,
  "finalSetupViolCount": 0,
  "synth.yosys.num_cells": 603,
  "r2r-start": "BIST_write_data[1]$_DFFE_PN0P_",
  "initial_antenna_violation_count": 0,
  "numSynthFlops": 51,
  "drt-initial-drc-count": 246,
  "worst-r2r-setup-slack_ps": 9350,
  "critical_path.startpoint_type": "primary input",
  "pin_count": 56,
  "highest_attainable_clock_frequency_mhz": 205,
  "drt_pass1_iterations": 5,
  "power.switching_fraction_pct": 25.8,
  "die.size.x_um": 99.5,
  "worst_setup_path_endpoint": "BIST_address[17]$_DFFE_PN0P_",
  "via_count_of_the_first_global_routing_pass": 4356,
  "detail_route.drc_violations": 0,
  "totalWireLength_mm": 13.9,
  "static-leakage-power_nw": 2.32,
  "postCtsResizedCells": 0,
  "htreeDepth": 2,
  "warnings": 28
}
[cells in the mapped netlist, types with 5 or more instances]
library cell	count
sky130_fd_sc_hd__xnor2_1	22
sky130_fd_sc_hd__dfrtp_1	49
sky130_fd_sc_hd__nand2_1	56
sky130_fd_sc_hd__xor2_1	37
sky130_fd_sc_hd__buf_2	11
sky130_fd_sc_hd__nand3_1	22
sky130_fd_sc_hd__o21ai_0	38
sky130_fd_sc_hd__a211oi_1	8
sky130_fd_sc_hd__a31oi_1	11
sky130_fd_sc_hd__inv_1	16
sky130_fd_sc_hd__nor3_1	25
sky130_fd_sc_hd__a21o_1	11
sky130_fd_sc_hd__nor4_1	14
sky130_fd_sc_hd__o21a_1	5
sky130_fd_sc_hd__ha_1	19
sky130_fd_sc_hd__o211ai_1	5
sky130_fd_sc_hd__o31ai_1	9
sky130_fd_sc_hd__a221o_1	5
sky130_fd_sc_hd__clkbuf_1	24
sky130_fd_sc_hd__nand4_1	12
sky130_fd_sc_hd__or4_1	6
sky130_fd_sc_hd__nor2_1	49
sky130_fd_sc_hd__mux2i_1	6
sky130_fd_sc_hd__and3_1	10
sky130_fd_sc_hd__a21oi_1	50
sky130_fd_sc_hd__o221ai_1	5
[cell families (layout without fill, tap and decap cells)]
| logic type | Yosys count | count (layout) | synth area share, % |
|---|---|---|---|
| AOI/OAI and AO/OA | 178 | 178 | 24.3 |
| muxes | 9 | 9 | 1.98 |
| DFF | 51 | 51 | 26.9 |
| xor gates and xnor gates | 59 | 59 | 10.9 |
| buffers and inverters | 55 | 88 | 4.74 |
| and+or+nand+nor | 231 | 231 | 25.7 |
| adders and majority gates | 20 | 20 | 5.43 |
[power groups by stage]
stage	sequential (mW)	combinational (mW)	clock, mW
global route	0.158	0.0303	0.103
CTS	0.158	0.0274	0.0979
finish	0.158	0.0273	0.0951
[stage by stage]
stage	area, um2	std cells
floorplan	4750	603
detailed placement	5360	757
CTS	5450	765
global route	5450	765
global placement	5360	757
finish	5450	765
[sequential cells by signal, summed over array words and instances, names as in the netlist]
signal / count
BIST_address: 18
BIST_write_data: 16
BIST_state: 13
BIST_finish: 1
BIST_mismatch: 1
BIST_start_buf: 1
BIST_we_n: 1
[cell type report]
type	count	area share, %
multi-input combinational	497	59.6
sequential	51	23.4
timing repair buffer	63	11.1
tap	129	2.96
clock buffer	5	1.26
inverter	17	1.17
clock inverter	3	0.436
[worst min-delay path by stage]
stage / end / slack (ps) / cells after the start
finish: BIST_state[8]$_DFF_PN0_ / 390 / 0
global route: BIST_state[8]$_DFF_PN0_ / 400 / 0
CTS: BIST_state[8]$_DFF_PN0_ / 400 / 0
[per-layer routing]
metal,GRT usage [%],part of all wire (%),up-vias
li1,-,-,2306
met1,48.3,47,2204
met2,44.4,45,176
met3,3.57,5.7,31
met4,8.03,2.5,0
met5,0,0,-
[worst max-delay path: cells and delay by family]
kind / cells / cell delay, ps
buffers and inverters: 3 / 830
and+or+nand+nor: 3 / 1020
AOI/OAI and AO/OA: 3 / 640
Power figures rest on the tool's default switching activity, not on a simulated workload.
